==> design.v <==
module opsg_tone #(
	parameter TONE_WIDTH = 10
)(
	input clk,
	input [TONE_WIDTH-1:0] freq,
	output reg [TONE_WIDTH-1:0] count,
	output reg toneBit
);
	reg [TONE_WIDTH-1:0] counter = 1;
	reg tbit = 1'b1;
	always @(posedge clk) begin
		counter <= counter - 1;
		if ( counter == 0 ) begin
			if ( freq == 0 ) begin
				tbit <= 1'b1;
			end else begin
				tbit <= !tbit;      
			end
			counter <= freq;
		end
		count = counter;
		toneBit = tbit;
	end
endmodule
module opsg_noise #(
	parameter TAPPED_BIT0 = 0,
	parameter TAPPED_BIT1 = 3,
	parameter SHIFT_WIDTH = 15,
	parameter TONE_WIDTH = 10
)(
	input clk,
	input reload,
	input fb,
	input [1:0] nf,
	input [TONE_WIDTH-1:0] freq,
	output reg [TONE_WIDTH-1:0] count,
	output reg [SHIFT_WIDTH-1:0] shiftReg,
	output reg noiseBit
);
	reg [TONE_WIDTH-1:0] counter = 1;
	reg [SHIFT_WIDTH-1:0] shift = { 1'b1, { SHIFT_WIDTH-1 {1'b0} } };
	reg nbit = 1'b1;
	reg feedback;
	always @(posedge clk) begin
		if ( counter == 1 ) begin
			case(nf)
				2'b00 : counter <= 16;
				2'b01 : counter <= 32;
				2'b10 : counter <= 64;
				default : counter <= freq;
			endcase
			nbit <= !nbit;
		end else begin
			counter <= counter - 1;
		end
		count = counter;
	end
	always @(posedge nbit, negedge reload) begin
		if (!reload) begin
			shift <= { 1'b1, { SHIFT_WIDTH-1 {1'b0} } };
		end else begin
			if (fb) begin
				shift <= { (shift[TAPPED_BIT0] ^ shift[TAPPED_BIT1]), shift[SHIFT_WIDTH-1:1] };
			end else begin
				shift <= { shift[0], shift[SHIFT_WIDTH-1:1] };
			end
			shiftReg = shift;
			noiseBit = shift[0];
		end
	end
endmodule
module opsg #(
	parameter TAPPED_BIT0 = 0,
	parameter TAPPED_BIT1 = 3,
	parameter SHIFT_WIDTH = 15,
	parameter TONE_WIDTH = 10,
	parameter MAX_VOLUME = 4096,
	parameter CLK_DIV = 4
)(
	input clk, n_rst, n_wr,
	input [7:0] data,
	output ch1, ch2, ch3, ch4,
	output [15:0] audio_left,
	output [15:0] audio_right
);
	reg [4:0] clk_div = 0;
	wire clk32;
	reg [TONE_WIDTH-1:0] freq1 = 1;
	reg [TONE_WIDTH-1:0] freq2 = 1;
	reg [TONE_WIDTH-1:0] freq3 = 1;
	reg [3:0] vol1 = 4'b1111;
	reg [3:0] vol2 = 4'b1111;
	reg [3:0] vol3 = 4'b1111;
	reg [3:0] vol4 = 4'b1111;
	reg [2:0] ctrl4 = 3'b100;
	reg [2:0] prev_reg = 3'b000;
	reg noise_reload = 0;
	 function [15:0] vol_table;
		input [3:0] vol;
		reg [15:0] vol_temp;
		begin
			case(vol)
				0  : vol_temp = MAX_VOLUME;
				1  : vol_temp = (MAX_VOLUME * 0.79432823);
				2  : vol_temp = (MAX_VOLUME * 0.63095734);
				3  : vol_temp = (MAX_VOLUME * 0.50118723);
				4  : vol_temp = (MAX_VOLUME * 0.39810717);
				5  : vol_temp = (MAX_VOLUME * 0.31622777);
				6  : vol_temp = (MAX_VOLUME * 0.25118864);
				7  : vol_temp = (MAX_VOLUME * 0.19952623);
				8  : vol_temp = (MAX_VOLUME * 0.15848932);
				9  : vol_temp = (MAX_VOLUME * 0.12589254);
				10 : vol_temp = (MAX_VOLUME * 0.10000000);
				11 : vol_temp = (MAX_VOLUME * 0.07943282);
				12 : vol_temp = (MAX_VOLUME * 0.06309573);
				13 : vol_temp = (MAX_VOLUME * 0.05011872);
				14 : vol_temp = (MAX_VOLUME * 0.03981072);
				default : vol_temp = 0;
			endcase
		  vol_table = vol_temp;
		end
	endfunction
	always @(posedge clk) begin
		clk_div <= clk_div + 1;
	end
	assign clk32 = clk_div[CLK_DIV];
	assign audio_left = (ch1 ? vol_table(vol1) : 0) + (ch2 ? vol_table(vol2) : 0) + (ch3 ? vol_table(vol3) : 0) + (ch4 ? vol_table(vol4) : 0)   ;
	assign audio_right = audio_left;
	opsg_tone #(
		.TONE_WIDTH(TONE_WIDTH)
	) psg_ch1(
		.clk(clk32),
		.freq(freq1),
		.toneBit(ch1)
	);
	opsg_tone #(
		.TONE_WIDTH(TONE_WIDTH)
	) psg_ch2 (
		.clk(clk32),
		.freq(freq2),
		.toneBit(ch2)
	);
	opsg_tone #(
		.TONE_WIDTH(TONE_WIDTH)
	) psg_ch3 (
		.clk(clk32),
		.freq(freq3),
		.toneBit(ch3)
	);
	opsg_noise #(
		.TAPPED_BIT0(0),
		.TAPPED_BIT1(3),
		.SHIFT_WIDTH(15),
		.TONE_WIDTH(TONE_WIDTH)
	) psg_noise (
		.clk(clk32),
		.reload(noise_reload),
		.fb(ctrl4[2]),
		.nf(ctrl4[1:0]),
		.freq(freq3),
		.noiseBit(ch4)
	);
	always @(posedge clk, negedge n_rst) begin
		if (!n_rst) begin
			vol1 = 4'b1111;
			vol2 = 4'b1111;
			vol3 = 4'b1111;
			vol4 = 4'b1111;
			ctrl4 = 3'b100;
			noise_reload = 0;
		end else begin
			noise_reload <= 1;
			if (!n_wr) begin
				if (data[7] == 1'b1) begin
					case(data[6:4])
						3'b000 : freq1[3:0] <= data[3:0];
						3'b010 : freq2[3:0] <= data[3:0];
						3'b100 : freq3[3:0] <= data[3:0];
						3'b110 : 
							begin 
								ctrl4 <= data[2:0];
								noise_reload <= 0;
							end
						3'b001 : vol1[3:0] <= data[3:0];
						3'b011 : vol2[3:0] <= data[3:0];
						3'b101 : vol3[3:0] <= data[3:0];
						3'b111 : vol4[3:0] <= data[3:0];
						default : begin end
					endcase
					prev_reg <= data[6:4];
				end else begin
					case(prev_reg)
						3'b000 : freq1[9:4] <= data[5:0];
						3'b010 : freq2[9:4] <= data[5:0];
						3'b100 : freq3[9:4] <= data[5:0];
						3'b001 : vol1[3:0] <= data[3:0];
						3'b011 : vol2[3:0] <= data[3:0];
						3'b101 : vol3[3:0] <= data[3:0];
						3'b111 : vol4[3:0] <= data[3:0];
						default : begin end
					endcase
				end
			end
		end
	end
endmodule
==> run.sh <==
#!/bin/bash
# OpenROAD 26Q1-2900-gdf79404cd8, Yosys 0.63+post, stock flow scripts
make -C /OpenROAD-flow-scripts/flow DESIGN_CONFIG=/design/flow/config.mk WORK_HOME=/design/flow/orfs finish
==> config.mk <==
export PLATFORM = sky130hd
export DESIGN_NAME = opsg
export DESIGN_NICKNAME = opsg
export VERILOG_FILES = /design/flow/design.v
export SDC_FILE = /design/flow/constraint.sdc
export NUM_CORES = 4
export LEC_CHECK = 1
export CORE_UTILIZATION = 50
==> constraint.sdc <==
current_design opsg

set clk_period 8.6
set clk_io_pct 0.2

create_clock -name clk0 -period $clk_period [get_ports {clk}]

set non_clock_inputs [all_inputs -no_clocks]
set_input_delay [expr $clk_period * $clk_io_pct] -clock clk0 $non_clock_inputs
set_output_delay [expr $clk_period * $clk_io_pct] -clock clk0 [all_outputs]
==> summary.txt <==
Async S/R FF share, synth - 0.289
Max incr delay on CP - 0.66 ns
Clock slew at reported path FFs - 0.05 ns
Logic area - 3750 sq um
H-tree depth - 3
Grt ovf - 0
Biggest register - psg_noise.shift
Sw Ratio - 0.308
Io pins - 47
Die Wd - 122 um
PD cells - 122 nW/um^2
Cts bufs inserted - 9
Sequential group share of total power - 0.413
Cell with the most instances after synthesis - nor2_1
Diode count - 0
Largest net degree at the start of global routing - 48
Drt total wl - 15000 um
Buffers on Ports - 44
Crit-path cells - inv_1 -> nor2_1 -> o21ai_0 -> a31oi_1 -> fa_1 -> fa_1 -> ha_1 -> fa_1 -> a21o_1 -> a311oi_1 -> o21ai_0 -> a31oi_1 -> xnor2_1 -> clkdlybuf4s50_1
Core footprint - 14000 sq um
# rows - 43
Die span in y - 122 um
Critical path endpoint category - output port
CP arrival - 5.11 ns
Top-area cell share - 0.158
Synth warn - 59
First-pass GRT wire length - 24800 um
GR Util met2 - 0.356
Simple share - 0.171
Status - completed
Internal power - 0.676 mW
Cell Type Count - 59
Slew @ Worst Pin - 0.729 ns
Hold Path Cell Cnt - 1
FMAX - 0.146 GHz
Fin Setup TNS - 0 ns
Wirelength per Cell - 15.4 um
Max FFs per register - 15
CTS resizes - 0
Min setup slack post-route - 1.77 ns
GRT met1 Usage - 0.355
Yosys reg bits - 121
Vias/cell - 5.42
R2R cell count - 3
Endpoints left unconstrained - 72
CTS root buf - clkbuf_16
All-layer global routing usage - 0.226
Post-synth mux share - 0.0229
Most used cell, CP - fa_1
Share of cells above drive strength 1 - 0.0768
DR pass1 iterations - 5
Xor+xnor area frac - 0.0414
Hpwl dp - 11500 um
OpenROAD warning count - 41
Busiest grt layer - met2
Top cells by area - edfxtp_1 16%, dfxtp_1 13%, fa_1 7.2%
Clock power frac - 0.373
P_sw - 0.301 mW
Seq/Total Area, Yosys - 0.417
Setup violations, final - 0
RSZ-0062 raised after global routing - false
Die ar. - 14900 sq um
Skew final - 0.00444 ns
Crit path launch type - register
Most used DFF post-synth - dfxtp_1
Synth Cell Area - 7200 sq um
Comb area leader - simple AND/OR/NAND/NOR gates
Met3 GRT Util - 0.0406
DRC viols - 0
Clk latency late pin - 0.32 ns
Slew HR - 0.508
Postcts setup bufs - 0
Critical path data required time - 6.88 ns
CTS tree - done
Power share of the combinational group - 0.214
Critical path class - register to output port
Worst-path fanout max - 14
Post-synth EDFFs - 38
Vias in the first global route - 5042
Max-slew violation count - 0
Filler cells - 1193
Leakage - 3.25 nW
Pre-CTS setup slack - 2.14 ns
Synth area leader - edfxtp_1
DRT iter0 DRCs - 248
Minimum clock period - 6.83 ns
Worst min path class - register to register
Endpoints failing hold - 0
Max-Cap Viols - 0
Register pins left without a clock - 63
Area Growth Syn to Fin - 10.7%
Antenna-violating nets left - 0
Clock buffer depth - 2
Hold buffers post-CTS - 0
# Cells Yosys - 769
Synth Area in Compound Gates - 0.144
Power Total - 0.977 mW
Initial antenna violation count - 0
RD Place Congestion - 0.905
Most common library cells after synthesis - 97 x nor2_1, 71 x nand2_1, 70 x a21oi_1
Routed vias - 5280
Reg area - 3000 sq um
Chip Area, Yosys - 7200 sq um
Peak supply drop - 0.0871 mV
Post-Synth Adder-Cell Area - 0.140
Final period util - 0.794
Syn Inst Count - 769
Fp util - 0.515
Synthesized area per cell - 9.36 sq um
Slowest-stage cell, CP - dfstp_2
[path summary, 6_finish.rpt]
| path | from | endpoint | slack, ns |
|---|---|---|---|
| worst max-delay path | vol2[3] | audio_left[13] | 1.77 |
| worst min-delay path | clk_div[0] | clk_div[0] | 0.39 |
| worst max register to register | prev_reg[2] | vol1[2] | 6.78 |
| worst min register to register | clk_div[0] | clk_div[0] | 0.39 |
| max in group asynchronous | n_rst | ctrl4[2] | 6.56 |
| min in group asynchronous | n_rst | ctrl4[1] | 1.76 |
[cell families after synthesis]
| kind of cell | count (synthesis) |
|---|---|
| and+or+nand+nor | 259 |
| AOI/OAI and AO/OA | 175 |
| DFF | 121 |
| buffers and inverters | 99 |
| adders and majority gates | 65 |
| xor gates and xnor gates | 34 |
| muxes | 15 |
| other | 1 |
[power groups by stage]
stage | Clock, mW | Combinational [mW] | Sequential [mW]
global route | 0.390 | 0.239 | 0.412
finish | 0.364 | 0.209 | 0.403
CTS | 0.373 | 0.209 | 0.400
[placed cells by master, fill, tap and decap left out, types with 9 or more instances in the layout]
master	count
inv_1	60
fa_1	26
dfstp_2	18
clkbuf_16	9
nor2_1	97
ha_1	39
or4_1	9
nand2_1	71
dfrtp_1	17
xor2_1	12
a21oi_1	70
xnor2_1	22
nand2b_1	15
edfxtp_1	38
nor3_1	16
a31oi_1	11
mux2_2	12
dfxtp_1	48
o21ai_0	45
clkdlybuf4s50_1	44
[worst max-delay path: cells and delay by family (launching register included)]
family	cells	cell delay [ns]
adders and majority gates	4	1.65
DFF	1	0.66
buffers and inverters	2	0.67
AOI/OAI and AO/OA	6	1.45
xor gates and xnor gates	1	0.16
and+or+nand+nor	1	0.21
[final cells by class]
class | count | share of cell area
clock buffer | 10 | 0.0287
clock inverter | 6 | 0.0102
inverter | 60 | 0.0282
multi-input combinational | 550 | 0.470
sequential | 121 | 0.376
tap | 180 | 0.0282
timing repair buffer | 47 | 0.0581
[metrics by stage]
step | area [sq um] | instances | util | hold slack [ns]
after detailed placement | 7660 | 958 | 0.548 | 0.384
after CTS | 7970 | 974 | 0.570 | 0.395
after global placement | 7660 | 958 | 0.548 | 0.379
after global routing | 7970 | 974 | 0.570 | 0.432
final | 7970 | 974 | 0.570 | 0.394
after floorplan | 7200 | 770 | - | 0.370
[routing by layer]
layer / part of all wire / vias up
met1: 0.49 / 2466
li1: - / 2678
met2: 0.46 / 128
met5: 0 / -
met4: 0.0078 / 0
met3: 0.049 / 8
Power and IR drop assume default switching activity.
